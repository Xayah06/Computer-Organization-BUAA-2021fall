$ cat design/flow/design.v
`timescale 1ns / 1ps
module TC(
    input clk,
    input reset,
    input [31:2] Addr,
    input WE,
    input [31:0] Din,
    output [31:0] Dout,
    output IRQ);
	reg [1:0] state;
	reg [31:0] mem [2:0];
	reg _IRQ;
	assign IRQ = mem[0][3] & _IRQ;
	assign Dout = mem[Addr[3:2]];
	wire [31:0] load = Addr[3:2] == 0 ? {28'h0, Din[3:0]} : Din;
	integer i;
	always @(posedge clk) begin
		if(reset) begin
			state <= 0; 
			for(i = 0; i < 3; i = i+1) mem[i] <= 0;
			_IRQ <= 0;
		end
		else if(WE) begin
			mem[Addr[3:2]] <= load;
		end
		else begin
			case(state)
				2'b00 : if(mem[0][0]) begin
					state <= 2'b01;
					_IRQ <= 1'b0;
				end
				2'b01 : begin
					mem[2] <= mem[1];
					state <= 2'b10;
				end
				2'b10  : 
					if(mem[0][0]) begin
						if(mem[2] > 1) mem[2] <= mem[2]-1;
						else begin
							mem[2] <= 0;
							state <= 2'b11;
							_IRQ <= 1'b1;
						end
					end
					else state <= 2'b00;
				default : begin
					if(mem[0][2:1] == 2'b00) mem[0][0] <= 1'b0;
					else _IRQ <= 1'b0;
					state <= 2'b00;
				end
			endcase
		end
	end
endmodule
$ cat design/flow/run.sh
#!/bin/bash
# OpenROAD 26Q1-2900-gdf79404cd8, Yosys 0.63+post, stock flow scripts
make -C /OpenROAD-flow-scripts/flow DESIGN_CONFIG=/design/flow/config.mk WORK_HOME=/design/flow/orfs finish
$ cat design/flow/config.mk
export PLATFORM = sky130hd
export DESIGN_NAME = TC
export DESIGN_NICKNAME = TC
export VERILOG_FILES = /design/flow/design.v
export SDC_FILE = /design/flow/constraint.sdc
export NUM_CORES = 4
export LEC_CHECK = 1
export CORE_UTILIZATION = 50
$ cat design/flow/constraint.sdc
current_design TC

set clk_period 7.3
set clk_io_pct 0.2

create_clock -name clk0 -period $clk_period [get_ports {clk}]

set non_clock_inputs [all_inputs -no_clocks]
set_input_delay [expr $clk_period * $clk_io_pct] -clock clk0 $non_clock_inputs
set_output_delay [expr $clk_period * $clk_io_pct] -clock clk0 [all_outputs]
==> load_flow_metrics.sql <==
-- generated from flow reports
INSERT INTO impl_metrics (metric_group, metric, value, unit) VALUES
('critical_path', 'cp-start-kind', 'input pin', ''),
('pwr', 'intPower', '1.45', 'mW'),
('job', 'openroad.warnings', '55', ''),
('pwr', 'total_switching_power', '428', 'uW'),
('clocking', 'cts_tree', 'done', ''),
('pwr', 'combinationalPowerShare', '0.112', ''),
('layout', 'most_common_cell_after_layout_fill_and_taps_aside', 'sky130_fd_sc_hd__edfxtp_1', ''),
('critical_path', 'crit_fanout', '37', ''),
('clocking', 'path_clk_slew', '0.05', 'ns'),
('pwr', 'power.share.switching', '0.228', ''),
('clocking', 'numCtsBuffers', '17', ''),
('drt', 'detail_route.vias_per_cell', '5.98', ''),
('sta', 'setup_slack', '2.63', 'ns'),
('clocking', 'holdBufCountCts', '0', ''),
('drt', 'insertedDiodeCount', '0', ''),
('layout', 'post_layout_nonfiller_instances', '836', ''),
('critical_path', 'worst-setup-path-type', 'input pin to primary output', ''),
('layout', 'mi_logic_area', '2810', 'um2'),
('yosys', 'post_synth_edffs', '128', ''),
('global_route', 'number_of_global_route_vias_before_repair', '5263', ''),
('layout', 'fillCellCount', '1047', ''),
('clocking', 'cts.htree.levels', '4', ''),
('sta', 'fin_setup_tns', '0', 'ns'),
('sta', 'worst_case_hold_slack', '0.447', 'ns'),
('sta', 'finClkSkew', '0.00663', 'ns'),
('drt', 'average_wire_length_per_cell_after_detail_routing', '21.5', 'um'),
('hold_path', 'worst_hold_path_type', 'register to register', ''),
('global_route', 'number_of_antenna_violations_at_the_first_check_in_global_routing', '0', ''),
('yosys', 'mappedNetlistArea', '6800', 'um2'),
('critical_path', 'required', '5.84', 'ns'),
('layout', 'synth_to_layout_area_growth', '22.7', '%'),
('pwr', 'clkPwrFrac', '0.403', ''),
('floorplan', 'design.core.area', '13200', 'um2'),
('yosys', 'synth.area.mux_share', '0.108', ''),
('yosys', 'synth.ff_latch_count', '133', ''),
('layout', 'final-seq-area', '3940', 'um2'),
('critical_path', 'endpoint_kind', 'primary output', ''),
('sta', 'final_min_period_over_clock_period', '0.639', ''),
('placement', 'finalWeightedCongestion', '0.879', ''),
('global_route', 'grt_use_total', '0.296', ''),
('sta', 'setup_viol', '0', ''),
('floorplan', 'floorplan.die.width', '119', 'um'),
('critical_path', 'endpoint_arrival_time_on_the_critical_path', '3.21', 'ns'),
('yosys', 'post_synth_top_flop', 'sky130_fd_sc_hd__edfxtp_1', ''),
('sta', 'relSlewSlack', '0.461', ''),
('pwr', 'leakagePower', '3.10', 'nW'),
('sta', 'fin_crit', '4.67', 'ns'),
('clocking', 'cts.sinks', '133', ''),
('floorplan', 'floorplan.initialDensity', '0.513', ''),
('clocking', 'cts_root_buffer', 'sky130_fd_sc_hd__clkbuf_16', ''),
('job', 'cap_violations', '0', ''),
('sta', 'report.final.hold_viol_count', '0', ''),
('yosys', 'post_synth_ao_oa_area_fraction', '0.0602', ''),
('sta', 'fmaxAchievable', '214', 'MHz'),
('drt', 'drtIter0Drc', '376', ''),
('yosys', 'yosys.stat.chipArea', '6800', 'um2'),
('yosys', 'synth_warnings', '1', ''),
('global_route', 'grt_first_pass_wirelength', '28.3', 'mm'),
('run_status', 'status', 'finished clean', ''),
('global_route', 'globalRoute.totalOverflow', '0', ''),
('pwr', 'power_density', '225', 'nW/um2'),
('floorplan', 'die-height', '119', 'um'),
('pwr', 'peak_vdd_ir', '0.139', 'mV'),
('yosys', 'ys_seq_frac', '0.580', ''),
('placement', 'place_inst', '804', ''),
('sta', 'rsz0062_at_grt', 'false', ''),
('yosys', 'synth_cell_types', '54', ''),
('floorplan', 'core.rowCount', '42', ''),
('placement', 'place.detailed.hpwl', '10.7', 'mm'),
('yosys', 'yosys_cells', '552', ''),
('drt', 'postRouteWirelength', '18.0', 'mm');
==> worst paths after layout <==
kind                            slack, ns  cells past startpoint    endpoint      start
worst max-delay path                 2.63                      4    Dout[14]    Addr[2]
worst min-delay path                 0.45                      2    state[3]   state[3]
worst max register to register       4.44                      6  mem[2][10]  mem[2][5]
worst min register to register       0.45                      2    state[3]   state[3]
==> registers in the layout (all words and copies together), names as in the netlist <==
register  count
_IRQ          1
mem         128
state         4
==> metal layers <==
metal  wire length (um)  global-route usage
met3               2020               0.140
met4                315              0.0419
met1               7290               0.454
met5                 45              0.0257
met2               8290               0.435
==> metrics by stage <==
step	power, mW	util	instance area (um2)
final	1.88	0.630	8340
after global routing	1.95	0.630	8340
after CTS	1.89	0.630	8340
after detailed placement	1.14	0.590	7810
after global placement	1.13	0.590	7810
after floorplan	1.03	-	6900
==> worst max-delay path: stages <==
cell	delay, ns
sky130_fd_sc_hd__buf_2	0.07
sky130_fd_sc_hd__buf_4	0.60
sky130_fd_sc_hd__mux4_2	0.62
sky130_fd_sc_hd__clkdlybuf4s50_1	0.43
==> power by group through the flow <==
stage / registers, mW / clock network [mW] / logic, mW
final: 0.911 / 0.758 / 0.211
after CTS: 0.911 / 0.771 / 0.213
after global routing: 0.916 / 0.805 / 0.231
==> cells in the mapped netlist, drive strengths merged (8+ instances only) <==
library cell  count  share of area
a21oi            20          0.015
a221oi            9          0.012
and2             14          0.013
and3             12          0.011
clkbuf           31          0.017
edfxtp          128           0.57
inv               8         0.0044
mux4             32           0.11
nand2            43          0.024
nand3            30          0.022
nor2             82          0.046
nor3             24          0.018
nor4             18          0.022
xnor2             8          0.010
xor2             19          0.024
==> kinds of logic (layout without fill, tap and decap cells) <==
kind of cell,Yosys count,after routing
simple gates,253,253
fa+ha+maj,2,2
other cells,1,28
compound gates,58,58
flops,133,133
buf+inv,45,126
xor+xnor,27,27
mux,33,33
==> layout make-up <==
| class | count | share of cell area |
|---|---|---|
| repair buffers | 86 | 0.0970 |
| clock inverters | 14 | 0.0113 |
| flip-flops and latches | 133 | 0.473 |
| inverters | 8 | 0.00360 |
| clock buffers | 18 | 0.0515 |
| well taps | 176 | 0.0264 |
| multi-input cells | 401 | 0.337 |
Power figures rest on the tool's default switching activity, not on a simulated workload.
